**design/flow/run.sh**
```bash
#!/bin/bash
# OpenROAD 26Q1-2900-gdf79404cd8, Yosys 0.63+post, stock flow scripts
make -C /OpenROAD-flow-scripts/flow DESIGN_CONFIG=/design/flow/config.mk WORK_HOME=/design/flow/orfs finish
```
**design/flow/config.mk**
```make
export PLATFORM = sky130hd
export DESIGN_NAME = PingPongTest
export DESIGN_NICKNAME = PingPongTest
export VERILOG_FILES = /design/flow/design.v
export SDC_FILE = /design/flow/constraint.sdc
export NUM_CORES = 4
export LEC_CHECK = 1
export CORE_UTILIZATION = 50
export SYNTH_HDL_FRONTEND = slang
```
**design/flow/constraint.sdc**
```tcl
current_design PingPongTest

set clk_period 4.2
set clk_io_pct 0.2

create_clock -name clk0 -period $clk_period [get_ports {clk}]

set non_clock_inputs [all_inputs -no_clocks]
set_input_delay [expr $clk_period * $clk_io_pct] -clock clk0 $non_clock_inputs
set_output_delay [expr $clk_period * $clk_io_pct] -clock clk0 [all_outputs]
```
**design/flow/design.v**
```verilog
`timescale 1ns / 1ps
module DISP7SEG(
    input clk
    ,input [3:0] D0
    ,input [3:0] D1
    ,input [3:0] D2
    ,input [3:0] D3
    ,input text_mode
    ,input slow
    ,input med
    ,input fast
    ,input error
    ,input wrong
    ,output [7:0] seg
    ,output [3:0] an
    );
wire [1:0] sel;
wire [4:0] Y;
wire clk_out;
wire a0, a1, a2, a3, a4;
wire b0, b1, b2, b3, b4;
wire c0, c1, c2, c3, c4;
wire d0, d1, d2, d3, d4;
wire [7:0] seg_number;
assign a4 = 0;
assign d4 = 0;
assign c4 = 0;
assign b4 = 0;
assign {a3, a2, a1, a0} = D0;
assign {b3, b2, b1, b0} = D1;
assign {c3, c2, c1, c0} = D2;
assign {d3, d2, d1, d0} = D3;
assign seg = 	text_mode & wrong ? ( sel == 2'b00 ? 8'b11111111 : sel == 2'b01 ? 8'b10101011 : sel == 2'b10 ? 8'b10100011 : 8'b10101011 ):
              text_mode & error ? ( sel == 2'b00 ? 8'b11111111 : sel == 2'b01 ? 8'b00101111 : sel == 2'b10 ? 8'b10101111 : 8'b10000110 ):
              text_mode & fast  ? ( sel == 2'b00 ? 8'b10000111 : sel == 2'b01 ? 8'b10010010 : sel == 2'b10 ? 8'b10001000 : 8'b10001110 ):
              text_mode & med   ? ( sel == 2'b00 ? 8'b10100001 : sel == 2'b01 ? 8'b10100011 : sel == 2'b10 ? 8'b10100011 : 8'b10010000 ):
              text_mode & slow  ? ( sel == 2'b00 ? 8'b11111111 : sel == 2'b01 ? 8'b01000000 : sel == 2'b10 ? 8'b11000111 : 8'b10010010 ):
              seg_number;
bcd7seg bcd7seg (.Y(Y), .disp(seg_number));
slowclock slowclock (.clk_in(clk), .clk_out(clk_out));
my_counter my_counter (.clk(clk_out), .Q(sel));
mux4to1 mux4to1 (.A({a4, a3, a2, a1, a0}), .B({b4, b3, b2, b1, b0}), .C({c4, c3, c2, c1, c0}), .D({d4, d3, d2, d1, d0}), .sel(sel), .Y(Y));
decoder2to4 decoder2to4 ( .en(sel), .an(an));
endmodule
module bcd7seg(input[4:0] Y, output reg[7:0] disp);
	always@(Y)	begin
		case(Y[3:0])
			00:       disp={!Y[4], 7'b1000000};
			01:       disp={!Y[4], 7'b1111001};
			02:       disp={!Y[4], 7'b0100100};
			03:       disp={!Y[4], 7'b0110000};
			04:       disp={!Y[4], 7'b0011001};
			05:       disp={!Y[4], 7'b0010010};
			06:       disp={!Y[4], 7'b0000010};
			07:       disp={!Y[4], 7'b1111000};
			08:       disp={!Y[4], 7'b0000000};
			09:       disp={!Y[4], 7'b0010000};
			10:       disp={!Y[4], 7'b0001000};
			11:       disp={!Y[4], 7'b0000011};
			12:       disp={!Y[4], 7'b1000110};
			13:       disp={!Y[4], 7'b0100001};
			14:       disp={!Y[4], 7'b0000110};
			default:  disp={!Y[4], 7'b0001110};
		endcase
	end
endmodule
module slowclock (clk_in, clk_out);
input clk_in; output clk_out;
reg clk_out;
reg [25 : 0] period_count;
always @ (posedge clk_in)
	if (period_count != 2500 - 1)
	begin
		period_count <= period_count + 1;
		clk_out <= 0;
	end
	else
	begin
		period_count <= 0;
		clk_out <= 1;
	end
endmodule
module my_counter( clk, Q );
input clk;
output [1:0] Q;
reg [1:0] temp;
always @(posedge clk)
begin
	temp <= temp + 1;
end
assign Q = temp;
endmodule
module mux4to1( input [4:0] A, B, C, D, input [1:0] sel, output [4:0] Y);
assign Y = (sel==0)?A : (sel==1)?B : (sel==2)?C : D;
endmodule
module decoder2to4 (input [1:0] en, output reg [3:0] an);
always@(en)
begin
	case (en)
		0: an=4'b1110;
		1: an=4'b1101;
		2: an=4'b1011;
		3: an=4'b0111;
	endcase
end
endmodule
`timescale 1ns / 1ps
module OneHZ (input clk, reset, output clk1hz);
reg [26:0] counter;
always @(posedge clk)
begin
if (reset)
counter <= 0;
else
counter <= counter + 1;
end
assign clk1hz = (counter == 99999999);
endmodule
`timescale 1ns / 1ps
module PingPong(input clk, reset,D,P0,P1, output [7:0]seg, [3:0]an,output L1,L2,L3,L4,L5,L6,L7,L8);
reg pl;
parameter STATE0 = 4'd0, STATE1 = 4'd1,STATE2 = 4'd2,STATE3 = 4'd3,STATE4 = 4'd4,STATE5 = 4'd5,STATE6 = 4'd6,STATE7 = 4'd7,STATE8 = 4'd8;
reg[3:0] state, next_state;
reg [3:0]sc0,sc1;
reg addToMin,addToMax;
assign L1 = (state==4'd1);
assign L2 = (state==4'd2);
assign L3 = (state==4'd3);
assign L4 = (state==4'd4);
assign L5 = (state==4'd5);
assign L6 = (state==4'd6);
assign L7 = (state==4'd7);
assign L8 = (state==4'd8) | (state==4'd0);
reg gameStart;
DISP7SEG disp (clk, sc1,D1,D2,sc0,text_mode,slow,medum,fast,wrong,error,seg,an);
always @(posedge clk,posedge reset) 
	if(reset)
	begin
		sc0 <= 0;
		sc1 <= 0;
		state <= STATE0;
	end
	else if(D)
	begin
		sc0 <= sc0 + addToMin;
		sc1 <= sc1 + addToMax;
		state <= next_state;
	end
always @(state,P0,P1)
begin
	case(state)
		STATE0:
		begin 
			addToMin <= 0;
			addToMax <= 0;
			if(sc0 == 15 | sc1 == 15) begin
				next_state = STATE0;
				end
			else begin
				if(P1) begin
				pl <= 1;
				next_state = STATE7;
				end
				else next_state = STATE0;
			end
		end
		STATE1:
		begin 
		if(P0)
			begin
			pl <= 0;
			addToMax <= 0;
			addToMin <= 0;
			next_state = STATE2;
			end
		else begin
			addToMax <= 1;
			addToMin <= 0;
			next_state = STATE0;
			end
		end
		STATE2:
		begin 
		if(pl) begin
		if(P0) begin
		addToMax <= 1;
		addToMin <= 0;
		next_state = STATE0;
		end
		else begin
		addToMax <= 0;
		addToMin <= 0;
		next_state = STATE1;
		end
		end
		else begin 
		addToMax <= 0;
		addToMin <= 0;
		next_state = STATE3;
		end
		end
		STATE3:
		begin 
		if(pl)
		next_state = STATE2;
		else
		next_state = STATE4;
		end
		STATE4:
		begin 
		if(pl)
		next_state = STATE3;
		else
		next_state = STATE5;
		end
		STATE5:
		begin 
		if(pl)
		next_state = STATE4;
		else
		next_state = STATE6;
		end
		STATE6:
		begin 
		if(pl)
		next_state = STATE5;
		else
		next_state = STATE7;
		end
		STATE7:
		begin
		if(gameStart) begin
		gameStart = 0;
		pl <= 1;
		next_state = STATE6;
		end 
		else 
		if(pl)
		next_state = STATE6;
		else begin
		if(P1) begin
		addToMin <= 1;
		addToMax <= 0;
		next_state = STATE0;
		end
		else begin
		addToMax <= 0;
		addToMin <= 0;
		next_state = STATE8;
		end
		end
		end
		STATE8:
		begin 
		if(P1) begin
		pl <= 1;
		addToMax <= 0;
		addToMin <= 0;
		next_state = STATE7;
		end
		else begin
		addToMin <= 1;
		addToMax <= 0;
		next_state = STATE0;
		end
		end
	endcase
end
endmodule
`timescale 1ns / 1ps
module PingPongTest(input clk, reset,P1,P2,D1,D2, output [7:0]seg, [3:0]an,output L1,L2,L3,L4,L5,L6,L7,L8);
assign D = D2 ? (D1 ? clk3hz : clk2hz) : (clk1hz); 
PingPong p (clk,reset,D,P1,P2,seg,an,L1,L2,L3,L4,L5,L6,L7,L8);
OneHZ h1(clk,reset,clk1hz);
TwoHZ h2(clk,reset,clk2hz);
ThreeHZ h3(clk,reset,clk3hz);
endmodule
`timescale 1ns / 1ps
module ThreeHZ(input clk, reset, output clk1hz);
reg [26:0] counter;
always @(posedge clk)
begin
if (reset)
counter <= 0;
else
counter <= counter + 1;
end
assign clk1hz = (counter == 33333333);
endmodule
`timescale 1ns / 1ps
module TwoHZ(input clk, reset, output clk1hz);
reg [26:0] counter;
always @(posedge clk)
begin
if (reset)
counter <= 0;
else
counter <= counter + 1;
end
assign clk1hz = (counter == 49999999);
endmodule
```
==> impl_metrics.ini <==
; synthesis and place-and-route metrics
[outcome]
outcome = finished, final reports clean

[routing]
drt-met1-wl_microns = 6530
wl_met3_microns = 407
ant_nets = 0
antenna_cells = 0
met2_length_microns = 5150
vias = 5108
wl_per_cell_microns = 13.2
drc_errors = 0
via_per_inst = 5.51
routed_wl_microns = 12200
drt-pass1-iter-count = 5
highest_layer = met4
first_iter_violations = 328

[worst_setup_path]
crit_family = AND-OR/OR-AND gates
critPathArrivalTime_ps = 2630
required_ps = 3360
path_cells = nand2b_1 > o31ai_1 > nand2_1 > o32ai_1 > clkdlybuf4s50_1
rrSetupSlack_ps = 1710
cp_slowest_cell = o31ai_1
cp_max_fo = 7
path_buffers = 1
critPathMaxStageDelay_ps = 600
crit_type = flop to primary output
startpoint_type = flop
worstSetupEndpointType = primary output

[final_timing]
hold_slack_ps = 458
slew_viol_final = 0
finalClockSkew_ps = 6.99
tns_ps = 0
rsz0062_at_grt = false
fin_crit_ps = 3470
maxSlewHeadroom_pct = 45.0
unconstrained_endpoints = 13
finalClockPeriodUsage_pct = 82.6
unclocked_pins = 9
worstMarginPinSlew_ps = 824
fmax_mhz = 288
hold_violations = 0
setup_viol = 0

[cts]
ctsLongestPathBuffers = 2
cts_tree = yes
clock_latency_ps = 410
cts_hold_buf = 0
clk_pin_slew_worst_paths_ps = 50
cts_setup_buffers = 0
htreeDepth = 4
ctsResizeCount = 0
cts_buffers = 17
cts_root_buffer = clkbuf_16

[placed_design]
hpwl_microns = 8340
place.gp.congestion = 0.847
placed_area_sq_um = 6670
port_buffers = 24

[finish]
layout-drive-gt1-share_pct = 6.59
lay_top_cells = dfxtp_1 (110), nor2_1 (98), xnor2_1 (55), nand2_1 (53), nand3_1 (41)
final_core_util_pct = 59.9
design_area_sq_um = 7280
syn_to_final_growth_pct = 15.2
layout_top_cell = dfxtp_1

[job]
cap_violations = 0
warnings = 32

[die]
coreArea_sq_um = 12200
pin_count = 26
rows = 40
chipHeight_microns = 114
dieArea_sq_um = 13100
die_w_microns = 114
fp_util_pct = 52.0

[synthesis]
ys_chip_area_sq_um = 6320
edf_count = 0
synthAoiAreaFrac_pct = 8.13
synthSimpleGateAreaFrac_pct = 29.8
flop_cell = dfxtp_1
netlist_area_sq_um = 6320
yosysCellCount = 730
ys_sh_xor_pct = 12.1
yosys_warnings = 10
logic_family = simple AND/OR/NAND/NOR gates
ys_sh_mux_pct = 2.24
async_flop_share_pct = 9.30
syn_inst = 730
fa_ha_area_share_pct = 3.32
post_synth_num_cell_types = 61
synth-seq-cells = 129
syn_area_per_cell_sq_um = 8.66

[power]
p_per_area_nw_per_um2 = 369
peakVddDrop_mv = 0.264
finalPower_uw = 2690
p_leak_uw = 0.00256

[global_routing]
antenna_found_initial = 0
gr-total-overflow = 0
track_usage_pct = 20.4
grt_pass1_wl_microns = 21400
grt_pass1_vias = 4523
grt_max_degree = 41

[hold_path]
worstHoldPathType = flop to flop
==> kinds of logic (layout without fill, tap and decap cells) <==
family / count (synthesis) / in the layout
muxes: 10 / 10
AOI/OAI and AO/OA: 76 / 76
adders and majority gates: 17 / 17
and+or+nand+nor: 359 / 359
xor gates and xnor gates: 87 / 87
latches: 7 / 7
DFF: 122 / 122
other: 1 / 1
buffers and inverters: 51 / 80
==> path summary, 6_finish.rpt <==
check	end	from	cells after the start
hold reg to reg	p.disp.slowclock.period_count[0]	p.disp.slowclock.period_count[0]	1
setup / recovery	seg[0]	p.sc0[1]	5
min in group asynchronous	p.sc1[0]	reset	3
hold / removal	p.disp.slowclock.period_count[0]	p.disp.slowclock.period_count[0]	1
setup reg to reg	h3.counter[26]	h3.counter[6]	5
max in group asynchronous	p.state[0]	reset	3
==> power breakdown <==
group	total [uW]	internal [uW]	switching, uW	leakage [uW]
clock network	1490	1000	485	0.000309
registers	1160	1150	7.29	0.00109
logic	44.4	16.9	27.4	0.00116
total	2690	2170	519	0.00256
==> through the flow <==
stage | cells | setup slack (ps)
finish | 927 | 731
global route | 927 | 548
CTS | 927 | 742
detailed placement | 896 | 1080
global placement | 896 | 1130
floorplan | 730 | 1820
==> sequential cells by signal, summed over array words and instances, names as in the netlist, 4 cells and up <==
signal	flops
h1.counter	27
p.disp.slowclock.period_count	26
h3.counter	27
h2.counter	27
p.sc1	4
p.sc0	4
p.next_state	4
p.state	4
==> layout make-up <==
| type | count | area, sq um |
|---|---|---|
| repair buffers | 26 | 250 |
| inverters | 23 | 86.3 |
| well taps | 168 | 210 |
| flip-flops and latches | 129 | 2610 |
| clock buffers | 23 | 498 |
| clock inverters | 8 | 116 |
| fillers | 1047 | 4880 |
| multi-input cells | 550 | 3520 |
==> synth_stat cells (2+ instances only) <==
master | count | area [sq um]
a22o_1 | 2 | 17.5
a21oi_1 | 20 | 100
or2_2 | 4 | 25.0
nand3_1 | 41 | 205
a2111oi_0 | 3 | 26.3
a311o_1 | 3 | 30.0
o31ai_1 | 2 | 15.0
nor3_1 | 25 | 125
nor4bb_1 | 3 | 30.0
and4_1 | 11 | 96.3
nor4_1 | 24 | 150
dfxtp_1 | 110 | 2200
dlxtp_1 | 7 | 105
a21o_1 | 3 | 22.5
buf_2 | 3 | 15.0
nor4b_1 | 8 | 70.1
and3_1 | 13 | 81.3
nor2b_1 | 5 | 31.3
or4_1 | 5 | 37.5
nor3b_1 | 2 | 15.0
xor2_1 | 32 | 280
a311oi_1 | 2 | 17.5
inv_1 | 23 | 86.3
o21ai_0 | 25 | 125
o311ai_0 | 4 | 35.0
nand2b_1 | 7 | 43.8
mux2_4 | 8 | 120
and2_1 | 6 | 37.5
clkbuf_1 | 24 | 90.1
or3_1 | 13 | 81.3
nand2_1 | 53 | 199
ha_1 | 16 | 200
xnor2_1 | 55 | 482
nand4_1 | 33 | 206
nor2_1 | 98 | 368
dfrtp_1 | 12 | 300
==> routing by layer <==
layer  vias up  track usage [%]
met5         -                0
met4         0             2.16
met3         9             3.34
met2        69             29.0
met1      2387             34.7
li1       2643                -
==> worst reg2reg max path, stage by stage (launching register included) <==
cell	delay (ps)
dfxtp_1	450
and4_4	280
nand4_1	380
or4_1	800
or3_1	360
a21oi_1	150
No activity file was given, so power comes from the tool's default toggle rates.
